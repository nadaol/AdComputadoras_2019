==> flow/design.v <==
 `timescale 1ns / 1ps
module rx(
    i_clock,
    i_rate,
    i_bit_rx, 
    i_reset,
    o_rx_done,
    o_data_out
    );
parameter WIDTH_WORD    = 8;
parameter CANT_BIT_STOP  = 1;
localparam ESPERA = 5'b00001;
localparam START = 5'b00010;
localparam READ = 5'b00100;
localparam STOP = 5'b01000;
localparam ERROR = 5'b10000;  
input i_clock;
input i_rate;  
input i_bit_rx;   
input i_reset; 
output reg o_rx_done; 
output reg [ WIDTH_WORD - 1 : 0 ] o_data_out;       
reg [ 4 : 0 ] reg_state;
reg [ 4 : 0 ] reg_next_state;
reg [ WIDTH_WORD - 1 : 0 ] reg_buffer;
reg [ 5 : 0] reg_contador_ticks;  
reg [$clog2 (WIDTH_WORD) : 0] reg_contador_bits;
reg [($clog2 (CANT_BIT_STOP)) : 0] reg_contador_bits_stop;
reg [ WIDTH_WORD - 1 : 0 ] o_data_out_next; 
always@( posedge i_clock ) begin  
    if (~ i_reset) begin
            reg_state <= 1;
            reg_buffer <= 0;
            reg_contador_bits <= 0;
            reg_contador_ticks <= 0;
            reg_contador_bits_stop <= 0;
            o_data_out <= 0;
    end
    else if (i_rate) begin 
                reg_state <= reg_next_state;                
                if (reg_state == READ) begin
                    if ( ((reg_contador_ticks % 15) == 0) && (reg_contador_ticks != 0) ) begin
                        reg_buffer[(WIDTH_WORD-1)-reg_contador_bits] <=  i_bit_rx;
                        reg_contador_bits <= reg_contador_bits + 1;
                        reg_contador_bits_stop <= 0;
                        reg_contador_ticks <= 0;
                    end
                    else begin
                        reg_buffer <= reg_buffer;
                        reg_contador_bits <= reg_contador_bits;
                        reg_contador_bits_stop <= reg_contador_bits_stop;
                        reg_contador_ticks <= reg_contador_ticks + 1;
                    end
                end
                else if ( reg_state == STOP ) begin
                    if ( ((reg_contador_ticks % 15) == 0) && (reg_contador_ticks != 0) ) begin
                        reg_contador_bits <= 0;
                        reg_contador_bits_stop <= reg_contador_bits_stop + 1;
                        reg_buffer <= reg_buffer;
                        reg_contador_ticks <= reg_contador_ticks + 1;
                    end
                    else begin
                        reg_contador_bits <= reg_contador_bits;
                        reg_contador_bits_stop <= reg_contador_bits_stop;
                        reg_buffer <= reg_buffer;
                        reg_contador_ticks <= reg_contador_ticks + 1;
                    end
                end
                else if ( (reg_state == ESPERA) || (reg_state == START && reg_next_state == READ) ) begin
                    reg_contador_ticks <=  0;
                    reg_contador_bits <=  0;
               end
                else begin
                    reg_buffer <= reg_buffer; 
                    reg_contador_bits <= 0;
                    reg_contador_bits_stop <= 0;
                    reg_contador_ticks <=  reg_contador_ticks + 1;
                end
    end
    else begin
        o_data_out <= o_data_out_next;
        reg_state <= reg_state;
        reg_buffer <= reg_buffer;
        reg_contador_bits <= reg_contador_bits;
        reg_contador_ticks <= reg_contador_ticks;
        reg_contador_bits_stop <= reg_contador_bits_stop;
    end 
end
always@( * ) begin  
    case (reg_state)
        ESPERA : begin
            if (i_bit_rx == 0) begin
                reg_next_state = START;
            end
            else begin
                reg_next_state = ESPERA;
            end  
        end
        START : begin
            if (reg_contador_ticks == 8) begin
                reg_next_state = READ;
            end
            else begin
                reg_next_state = START;
            end  
        end
        READ : begin
            if (reg_contador_bits == WIDTH_WORD) begin
                reg_next_state = STOP;
            end
            else begin
                reg_next_state = READ;
            end  
        end
        STOP : begin
            if (reg_contador_ticks > 16) begin  
                if (i_bit_rx == 1) begin
                    if ( reg_contador_bits_stop == CANT_BIT_STOP ) begin
                        reg_next_state = ESPERA;
                    end
                    else begin
                        reg_next_state = STOP;
                    end  
                end
                else begin
                        if ( reg_contador_ticks < 24) begin  
                            reg_next_state = ERROR;  
                        end 
                        else begin
                            reg_next_state = ESPERA;
                        end
                end
            end
            else begin
                    reg_next_state = STOP;
            end
        end
        ERROR : begin
            if (reg_contador_ticks == 8) begin
                reg_next_state = ESPERA;
            end
            else begin
                reg_next_state = ERROR;
            end  
        end
        default: begin
                reg_next_state = ESPERA;
            end
    endcase 
end
always@( * ) begin  
    o_data_out_next = o_data_out;
    case (reg_state)
        ESPERA : begin
            o_rx_done = 0;
            o_data_out_next = o_data_out;
        end
        START : begin
            o_rx_done = 0;
            o_data_out_next = o_data_out;
        end
        READ : begin
            o_rx_done = 0;
            o_data_out_next = o_data_out;
        end
        STOP : begin
            if ( reg_contador_bits_stop == CANT_BIT_STOP) begin
                o_rx_done = 1;
                o_data_out_next = reg_buffer;
            end
            else begin
                o_rx_done = 0;
                o_data_out_next = o_data_out;
            end  
        end
        ERROR : begin
            o_rx_done = 0;
            o_data_out_next = o_data_out;
        end
        default : begin
            o_rx_done = 0;
            o_data_out_next = 0;
        end
    endcase 
end
endmodule
==> flow/run.sh <==
#!/bin/bash
# OpenROAD 26Q1-2900-gdf79404cd8, Yosys 0.63+post, stock flow scripts
make -C /OpenROAD-flow-scripts/flow DESIGN_CONFIG=/design/flow/config.mk WORK_HOME=/design/flow/orfs finish
==> flow/config.mk <==
export PLATFORM = sky130hd
export DESIGN_NAME = rx
export DESIGN_NICKNAME = rx
export VERILOG_FILES = /design/flow/design.v
export SDC_FILE = /design/flow/constraint.sdc
export NUM_CORES = 4
export LEC_CHECK = 1
export CORE_AREA = 10 10 108 108
export DIE_AREA = 0 0 118 118
==> flow/constraint.sdc <==
current_design rx

set clk_period 4.9
set clk_io_pct 0.2

create_clock -name clk0 -period $clk_period [get_ports {i_clock}]

set non_clock_inputs [all_inputs -no_clocks]
set_input_delay [expr $clk_period * $clk_io_pct] -clock clk0 $non_clock_inputs
set_output_delay [expr $clk_period * $clk_io_pct] -clock clk0 [all_outputs]
==> run summary <==
Update from the flow run.

The sum of negative setup slack is 0 ps. Entering global routing, the biggest net connects 29 pins. The longest clock path from root to sink contains 2 buffers. The number of standard cells in the final layout excluding fillers is 432.

The signed area change from the synthesized netlist to the final layout is 15.04%. In this run the most critical hold path is launched from o_data_out[3]. The report puts the hold buffer count at CTS at 0. The number of max-cap violations is 0. The count of warning messages emitted by the tools is 31.

The worst setup path is launched from a flop. The clock transition at the registers of the reported paths is 70 ps. The die is 118 µm wide. The family with the most delay on the worst path is simple AND/OR/NAND/NOR gates. The launch point of the worst register-to-register path is recorded as reg_contador_ticks[3]. The flop and latch count out of synthesis is 32. The global-route total usage across every layer is 7.565%. Per the post-synthesis stats, the area per cell is 7.757 µm². The part of the cycle the worst path needs is 89.18%.

The floorplan has 35 rows. The number of top-level pins is 13. Data on the critical path is required at its endpoint by 5080 ps. The area of the mapped netlist is 0.002296 mm².

The synthesized netlist handed to floorplanning was reported with a cell count of 296. On the critical path, the stage with the largest delay is an instance of sky130_fd_sc_hd__dfxtp_1. The maximum level of the CTS H-tree is 2. The number of resized instances in the post-cts repair step is 0. The register area is 640.6 µm². The CTS tree is yes. The total detailed-routing wirelength is 5.305 mm. The detailed placer reported the number of placed instances as 424.

The number of buffers inserted to repair setup after CTS is 0. The floorplan step defined a die boundary enclosing 0.01392 mm². For reference, the top cells by area after synthesis are sky130_fd_sc_hd__dfxtp_1, sky130_fd_sc_hd__ha_1, sky130_fd_sc_hd__nand2_1. The arrival time at the worst endpoint is 4550 ps. By instance count after routing, the leading logic cell types are sky130_fd_sc_hd__nand2_1, sky130_fd_sc_hd__dfxtp_1, sky130_fd_sc_hd__nand3_1. The highest achievable clock rate is 0.2289 GHz. The critical path goes through nand3_1 > and2_1 > ha_1 > a21boi_1 > o21bai_1 > nand2_2 > xnor2_1 > ha_1 > nand4_1 > nor4_2 > a221oi_1 > a2111oi_2 > a21boi_2 > nor2_2 > o21ai_1 > mux2_2. At the later pin of the worst-skew pair, clock insertion delay measures 290 ps. The cell sitting at the root of the clock tree is a sky130_fd_sc_hd__clkbuf_8.

In this run the static leakage power is 0.9798 nW. The routed wire length per instance is 12.28 µm. sky130_fd_sc_hd__dfxtp_1 takes more of the synthesized area than any other cell. The hold violation total from the final report is 0. The power density over cell area is 207.5 mW/mm².

The final layout report lists a filler cell count of 1003. The number of cell instances after yosys synthesis is 296. The ratio of cells with drive above 1 in the final layout is 7.591%.

The startpoint-to-endpoint class of the critical path is flop to flop. Setup repair after global routing left no endpoint under its margin. On the final layout, the worst clock skew is 9.413 ps. The core region is 0.009284 mm². The count of flip-flops with a built-in enable after synthesis is 0.

The detailed-placement wirelength estimate is 3.970 mm. The initial antenna violation count is 0. The actual slew at the worst max-slew pin is 761.5 ps.

The worst max-slew margin expressed relative to the limit is 48.84%. The final routed DRC violation total is 0. Per the synth stats, the proportion of register bits with asynchronous set or reset is 0%. The die height is 118 µm. The residual antenna-violating net count after detailed routing is 0. Routability-driven placement finished with a final weighted congestion of 0.9025. The most numerous logic cell after layout is sky130_fd_sc_hd__nand2_1.

Max-slew check failures listed in the final report amount to 0. The post-detailed-route via-to-cell ratio is 4.947. In the Yosys stats the netlist draws on 58 distinct library cells. The area share of the largest cell type after synthesis is 27.90%. The maximum cell stage delay along the critical path is 540 ps. The hold slack is 462.4 ps. The sequential cell area fraction in the yosys report is 27.90%.

The count of yosys warnings during synthesis is 1. The number of global-route vias before repair was 1985. Buffers inserted during clock tree synthesis total 5.

The final antenna diode tally reported by the flow is 0. The worst setup path is captured at a flop. For this run, the chip area from Yosys synthesis comes to 0.002296 mm². The min-delay analysis places its worst path in the category flop to flop. The final period demand of the worst path is 4370 ps. For this run the aggregate overflow at the end of global routing stands at 0. The flow ran to the end, and the final reports show no timing, DRC or antenna violations. The total via count in the routed design is 2137.

The number of buffers and inverters on the critical path is 0. The maximum fanout count along the critical path is 13. The final-report setup violation count is 0. The pre-placement core utilization is 24.73%. The main flop type is sky130_fd_sc_hd__dfxtp_1. The initial DRC count is 138. The number of search-and-repair iterations in the first detailed-routing pass is 4. The footprint of the multi-input gates is 0.001514 mm². Per the placement log, port buffering inserted 12 buffers.

The most frequent cell on the critical path is sky130_fd_sc_hd__ha_1. For this design, the sink count on the clock tree is 32. OpenSTA lists the critical path startpoint as reg_contador_ticks[3].

The wire length of the first global-routing pass is 9.453 mm. The worst IR drop on VDD is 0.1537 mV.
flip-flops by register name, summed over array words and instances (netlist names):
name and cells:
reg_contador_bits 4, reg_state 5, reg_buffer 8, reg_contador_bits_stop 1
o_data_out 8, reg_contador_ticks 6
cell families after synthesis:
family                     count (synthesis)  share of synthesized area [%]
and+or+nand+nor                          129                          29.16
adders and majority gates                 13                          7.085
muxes                                     10                          4.414
xor gates and xnor gates                   4                          1.526
buffers and inverters                     33                          6.158
AOI/OAI and AO/OA                         75                          23.76
DFF                                       32                          27.90
layout make-up:
| class | instances | share of cell area (%) |
|---|---|---|
| clock buffers | 5 | 2.605 |
| multi-input cells | 231 | 57.32 |
| repair buffers | 17 | 5.969 |
| well taps | 129 | 6.111 |
| clock inverters | 3 | 1.611 |
| flip-flops and latches | 32 | 24.25 |
| inverters | 15 | 2.132 |
cells in the mapped netlist, drive strengths merged (4+ instances only):
master  count
nand2      39
dfxtp      32
nand3      20
inv        14
o21ai      14
ha         13
nand4      13
nor2       13
nor3       13
a21boi     11
a21oi      11
clkbuf     10
mux2i       9
buf         8
nor2b       7
o22ai       6
a31oi       5
and3        5
nand2b      4
nor4        4
power breakdown:
group	internal, W	switching [W]
clock	0.000150	0.000104
combinational	0.0000108	0.0000193
sequential	0.000262	0.00000244
final timing paths:
kind | endpoint | slack (ps) | depth (start not counted)
hold / removal | o_data_out[3] | 460 | 2
setup reg to reg | reg_contador_bits[0] | 530 | 16
hold reg to reg | o_data_out[3] | 460 | 2
setup / recovery | reg_contador_bits[0] | 530 | 16
worst register-to-register path: cells and delay by family (launching register included):
kind	cells	cell delay, ps
AOI/OAI and AO/OA	6	1360
DFF	1	540
adders and majority gates	2	540
muxes	1	280
and+or+nand+nor	6	1370
xor gates and xnor gates	1	180
per-layer routing:
| layer | share of wire, % | track usage [%] | routed length (µm) | vias up |
|---|---|---|---|---|
| met5 | 0 | 0 | 0 | - |
| met4 | 1.6 | 1.468 | 86 | 0 |
| met3 | 3.4 | 0.7778 | 182 | 11 |
| met2 | 43 | 11.36 | 2281 | 51 |
| met1 | 52 | 11.44 | 2755 | 967 |
| li1 | - | - | - | 1108 |
through the flow:
stage / cell area (µm²) / utilization (%) / setup slack [ps] / total power, W
after global routing: 2641 / 28.45 / 98.99 / 0.0005699
after floorplan: 2296 / - / 882.1 / 0.0002916
after global placement: 2530 / 27.25 / 550.8 / 0.0002999
after detailed placement: 2530 / 27.25 / 556.2 / 0.0002998
after CTS: 2641 / 28.45 / 548.0 / 0.0005547
final: 2641 / 28.45 / 530.4 / 0.0005481
Power and IR drop assume default switching activity.
