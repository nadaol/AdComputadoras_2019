===== ./run.sh =====
#!/bin/bash
# OpenROAD 26Q1-2900-gdf79404cd8, Yosys 0.63+post, stock flow scripts
make -C /OpenROAD-flow-scripts/flow DESIGN_CONFIG=/design/flow/config.mk WORK_HOME=/design/flow/orfs finish

===== ./config.mk =====
export PLATFORM = sky130hd
export DESIGN_NAME = memoria_datos
export DESIGN_NICKNAME = memoria_datos
export VERILOG_FILES = /design/flow/design.v
export SDC_FILE = /design/flow/constraint.sdc
export NUM_CORES = 4
export LEC_CHECK = 1
export CORE_UTILIZATION = 50
export SYNTH_MEMORY_MAX_BITS = 65536

===== ./constraint.sdc =====
current_design memoria_datos

set clk_period 102.5
set clk_io_pct 0.2

create_clock -name clk0 -period $clk_period [get_ports {i_clk}]

set non_clock_inputs [all_inputs -no_clocks]
set_input_delay [expr $clk_period * $clk_io_pct] -clock clk0 $non_clock_inputs
set_output_delay [expr $clk_period * $clk_io_pct] -clock clk0 [all_outputs]

===== ./design.v =====
`timescale 1ns / 1ps
module memoria_datos
#(
  parameter RAM_WIDTH = 16,              
  parameter RAM_DEPTH = 1024,              
  parameter RAM_PERFORMANCE = "LOW_LATENCY", 
  parameter INIT_FILE = ""                          
)
(
  input [clogb2(RAM_DEPTH)-1:0] i_addr,    
  input [RAM_WIDTH-1:0] i_data,            
  input i_clk,                             
  input wea,                               
  output [RAM_WIDTH-1:0] o_data          
);
  reg [RAM_WIDTH - 1 : 0] BRAM [RAM_DEPTH - 1 : 0];
  reg [RAM_WIDTH - 1 : 0] ram_data = {RAM_WIDTH {1'b0}};
  generate
    if (INIT_FILE != "") begin: use_init_file
      initial
        $readmemh(INIT_FILE, BRAM, 0, RAM_DEPTH - 1);
    end else begin: init_bram_to_zero
      integer ram_index;
      initial
        for (ram_index = 0; ram_index < RAM_DEPTH; ram_index = ram_index + 1)
          BRAM[ram_index] = ram_index;
    end
  endgenerate
  always @(negedge i_clk)
      if (wea)
        BRAM [i_addr] <= i_data; 
      else
        ram_data <= BRAM [i_addr]; 
  generate
    if (RAM_PERFORMANCE == "LOW_LATENCY") begin: no_output_register
       assign o_data = ram_data; 
    end else begin: output_register
      reg [RAM_WIDTH - 1 : 0] reg_data_out = {RAM_WIDTH {1'b0}};
      always @(posedge i_clk)
          reg_data_out <= ram_data;
      assign o_data = reg_data_out; 
    end
  endgenerate
  function integer clogb2;
    input integer depth;
      for (clogb2 = 0; depth > 0; clogb2 = clogb2+1)
        depth = depth >> 1;
  endfunction
endmodule

==> results.sh <==
# source this file to load flow results
export IMPL_start_kind="input pin"
export IMPL_final_worst_setup_slack_ns=22.13
export IMPL_worstPathRequired_ns=52.29
export IMPL_detail_route_wl_per_cell_um=27.1
export IMPL_worst_path_max_delay_cell="sky130_fd_sc_hd__or4_1"
export IMPL_yosys_area_um2=626000
export IMPL_die_width_mm=1.12
export IMPL_final_layout_size_suffix_gt1_share_pct=13.1
export IMPL_ff2ff_setup_slack_ns=97.70
export IMPL_hp_class="reg -> reg"
export IMPL_synth_area_um2=626000
export IMPL_initial_utilization_pct=50.2
export IMPL_grt_total_usage_pct=33.6
export IMPL_hold_path_startpoint="BRAM[462][8]"
export IMPL_cts_root_buf="sky130_fd_sc_hd__clkbuf_16"
export IMPL_timing_hold_worst_path_depth=5
export IMPL_cts_clk_slew_worst_paths_ns=0.04
export IMPL_skew_ns=0.110
export IMPL_drt_pre_antenna_iters=8
export IMPL_cell_breakdown_of_the_critical_path="buf_16 > buf_4 > buf_4 > buf_4 > buf_4 > buf_4 > buf_4 > buf_12 > buf_4 > buf_4 > buf_4 > mux2i_1 > o22ai_1 > nor3_1 > a31oi_1 > a32oi_1 > buf_4 > nand3_1 > or4_1"
export IMPL_synth_top_cell_by_area="sky130_fd_sc_hd__edfxtp_1"
export IMPL_cts_sink_count=16400
export IMPL_finish_utilization_pct=62.6
export IMPL_p_leak_nw=327
export IMPL_syn_mean_instance_area_um2=19.6
export IMPL_cts_hold_repair_buffers=0
export IMPL_numPortBuffers=43
export IMPL_warnings=1078
export IMPL_most_common_layout_cells="16785 x sky130_fd_sc_hd__inv_1, 16400 x sky130_fd_sc_hd__edfxtp_1, 5374 x sky130_fd_sc_hd__mux2i_1, 2247 x sky130_fd_sc_hd__buf_4, 2074 x sky130_fd_sc_hd__o22ai_1"
export IMPL_ios=45
export IMPL_transition_time_at_the_pin_with_the_least_slew_margin_ns=1.39
export IMPL_enable_flop_cells=16400
export IMPL_violations="antenna rules"
export IMPL_timing_hold_ws_ns=1.04
export IMPL_yosysWarningCount=1
export IMPL_pre_cts_slack_ns=20.87
export IMPL_viasPerCell=5.44
export IMPL_number_of_cells_produced_by_synthesis=31953
export IMPL_max_cap_violation_count=0
export IMPL_critPathMaxStageDelay_ns=0.76
export IMPL_ys_seq_share_pct=78.6
export IMPL_final_design_area_no_fill_um2=780000
export IMPL_cts_setup_buffers=0
export IMPL_most_frequent_standard_cell_in_the_layout_excluding_fill_and_tap_cells="sky130_fd_sc_hd__inv_1"
export IMPL_htree_num_levels=7
export IMPL_row_count=410
export IMPL_core_area_um2=1250000
export IMPL_grt_antenna_before_repair=164
export IMPL_detailed_place_hpwl_mm=1100
export IMPL_critPathArrivalTime_ns=30.17
export IMPL_via_count_of_the_first_global_routing_pass=423885
export IMPL_final_setup_tns_ns=0
export IMPL_grt_pass1_wl_mm=2650
export IMPL_drt_first_iter_violations=23707
export IMPL_drt_wl_total_mm=1870
export IMPL_post_route_drc_count=0
export IMPL_post_synth_num_cell_types=56
export IMPL_reg2reg_from="BRAM[94][0]"
export IMPL_min_delay_worst_endpoint="ram_data[8]"
export IMPL_tritoncts="done"
export IMPL_status="complete, but fails checks"
export IMPL_number_of_vias_in_the_routed_layout=376134
export IMPL_grt_start_max_net_pins=131
export IMPL_globalRouteOverflowTotal=0
export IMPL_netlist_top_cells_area="sky130_fd_sc_hd__edfxtp_1 79%, sky130_fd_sc_hd__mux2i_1 8.6%, sky130_fd_sc_hd__mux4_2 5.3%"
export IMPL_cts_repair_resize_count=0
export IMPL_critical_path_buf_inv_count=12
export IMPL_max_slew_margin_rel_pct=6.19
export IMPL_yosysCellCount=31953
export IMPL_regToRegEndpoint="ram_data[0]"
export IMPL_postRouteAntennaNets=1
export IMPL_critical_path_top_cell_by_count="sky130_fd_sc_hd__buf_4"
export IMPL_syn_to_final_growth_pct=24.6
export IMPL_report_final_hold_viol_count=0
export IMPL_rsz0062_at_grt="false"
export IMPL_family_of_cells_with_the_greatest_summed_delay_on_the_critical_path="buffers and inverters"
export IMPL_synthFlopType="sky130_fd_sc_hd__edfxtp_1"
export IMPL_reg2reg_depth=8
export IMPL_clk_insertion_delay_late_ns=1.35
export IMPL_drv_slew=0
export IMPL_largest_voltage_drop_on_the_vdd_net_uv=18.2
export IMPL_cts_path_max_buffers=6
export IMPL_die_height_mm=1.12
export IMPL_ys_async_sr_fraction_pct=0
export IMPL_numSynthFlops=16400
export IMPL_final_setup_violating_endpoints=0
export IMPL_chip_area_um2=1260000
export IMPL_crit_path_end_kind="register"
export IMPL_detailed_place_area_um2=658000
export IMPL_tritoncts_num_buffers=1793
export IMPL_critical_path_class="in -> reg"
export IMPL_p_per_area_nw_per_um2=21.8
export IMPL_fraction_of_post_synthesis_cell_area_in_the_top_cell_type_by_area_pct=78.6
export IMPL_gp_routability_congestion=0.920
export IMPL_critical_path_max_fanout=67
[final cells by class]
type | instances | area, um^2
antenna | 537 | 1340
clock buffer | 1809 | 45300
clock inverter | 17791 | 76300
fill | 84688 | 467000
inverter | 2 | 7.51
multi-input combinational | 13576 | 126000
sequential | 16400 | 492000
tap | 16686 | 20900
timing repair buffer | 2341 | 18400
[worst reg2reg max path, stage by stage (launching register included)]
cell and delay (ns):
sky130_fd_sc_hd__edfxtp_1 0.36, sky130_fd_sc_hd__mux2i_1 0.17, sky130_fd_sc_hd__o22ai_1 0.09, sky130_fd_sc_hd__nor4_1 0.62, sky130_fd_sc_hd__nand3_1 0.65, sky130_fd_sc_hd__and4_1 0.53, sky130_fd_sc_hd__a31oi_1 0.79, sky130_fd_sc_hd__nand3_1 0.72
sky130_fd_sc_hd__or4_1 0.62
[registers in the layout, indices dropped and copies added (netlist names)]
signal and flops:
BRAM 16384, ram_data 16
[synth_stat cells, types with 6 or more instances]
cell type	n
sky130_fd_sc_hd__edfxtp_1	16400
sky130_fd_sc_hd__mux2i_1	5374
sky130_fd_sc_hd__o22ai_1	2074
sky130_fd_sc_hd__nor2_1	1533
sky130_fd_sc_hd__mux4_2	1482
sky130_fd_sc_hd__clkbuf_1	835
sky130_fd_sc_hd__buf_2	687
sky130_fd_sc_hd__nor4_1	607
sky130_fd_sc_hd__nand3_1	548
sky130_fd_sc_hd__buf_1	347
sky130_fd_sc_hd__nand2_1	298
sky130_fd_sc_hd__o21ai_0	265
sky130_fd_sc_hd__a22oi_1	246
sky130_fd_sc_hd__o211ai_1	229
sky130_fd_sc_hd__nor3_1	164
sky130_fd_sc_hd__a21oi_1	123
sky130_fd_sc_hd__a22o_1	115
sky130_fd_sc_hd__a221oi_1	111
sky130_fd_sc_hd__o21bai_1	96
sky130_fd_sc_hd__buf_4	60
sky130_fd_sc_hd__o2111ai_1	54
sky130_fd_sc_hd__nand4_1	51
sky130_fd_sc_hd__o22a_1	44
sky130_fd_sc_hd__buf_6	43
sky130_fd_sc_hd__or4_1	21
sky130_fd_sc_hd__a31oi_1	19
sky130_fd_sc_hd__nor2b_1	15
sky130_fd_sc_hd__and2_1	14
sky130_fd_sc_hd__a32oi_1	13
sky130_fd_sc_hd__mux2_2	10
sky130_fd_sc_hd__o221ai_1	10
sky130_fd_sc_hd__nand4b_1	7
sky130_fd_sc_hd__a211oi_1	6
[metrics by stage]
step,power (W),std cells
2_1_floorplan,0.00876,31953
3_3_place_gp,0.00908,49006
3_5_place_dp,0.00909,49006
4_1_cts,0.0173,68605
5_1_grt,0.0181,68954
6_report,0.0170,69142
[report_power, final]
| part | switching, W | internal, W |
|---|---|---|
| Combinational | 0.000442 | 0.000185 |
| Clock | 0.00414 | 0.00481 |
| Sequential | 0.00000451 | 0.00745 |
| Total | 0.00458 | 0.0124 |
[routing by layer]
metal  global-route usage [%]  routed length, um  vias to the layer above
li1                         -                  -                   169295
met1                     35.5             554000                   180050
met2                     43.6             853000                    22867
met3                     32.4             373000                     3673
met4                     17.7              86800                      249
met5                     5.58               7760                        -
[cell families after synthesis]
| logic type | count (synthesis) | share of synthesized area (%) |
|---|---|---|
| flops | 16400 | 78.6 |
| mux | 6866 | 13.9 |
| compound gates | 3417 | 3.60 |
| simple gates | 3293 | 2.43 |
| buf+inv | 1977 | 1.41 |
[worst max path at each step]
stage / start / end / slack (ns) / depth (start not counted)
CTS: i_addr[1] / ram_data[13] / 22.23 / 19
global route: i_addr[1] / ram_data[4] / 21.66 / 18
finish: i_addr[1] / ram_data[13] / 22.13 / 19
Power figures rest on the tool's default switching activity, not on a simulated workload.
