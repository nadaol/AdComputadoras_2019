### /design/flow/run.sh
#!/bin/bash
# OpenROAD 26Q1-2900-gdf79404cd8, Yosys 0.63+post, stock flow scripts
make -C /OpenROAD-flow-scripts/flow DESIGN_CONFIG=/design/flow/config.mk WORK_HOME=/design/flow/orfs finish
### /design/flow/config.mk
export PLATFORM = sky130hd
export DESIGN_NAME = MEM_top
export DESIGN_NICKNAME = MEM_top
export VERILOG_FILES = /design/flow/design.v
export SDC_FILE = /design/flow/constraint.sdc
export NUM_CORES = 4
export LEC_CHECK = 1
export CORE_UTILIZATION = 30
export SYNTH_MEMORY_MAX_BITS = 65536
### /design/flow/constraint.sdc
current_design MEM_top

set clk_period 44.8
set clk_io_pct 0.2

create_clock -name clk0 -period $clk_period [get_ports {clk}]

set non_clock_inputs [all_inputs -no_clocks]
set_input_delay [expr $clk_period * $clk_io_pct] -clock clk0 $non_clock_inputs
set_output_delay [expr $clk_period * $clk_io_pct] -clock clk0 [all_outputs]
### /design/flow/design.v
`timescale 1ns / 1ps
module MEM_top(
    input clk,reset,
    input [32 - 1 : 0] Addr,
    input [32 -1 : 0] Write_Data_in,
    input [$clog2(32) -1 :0] Write_addr_in,
    input [32 - 1 :0] pc_adder_in,
    input [5 - 1 : 0] rd_in,
    input MemWrite_in,MemRead_in,RegWrite_in,
    input [1:0] MemtoReg_in,
    input MEM_write,
    output reg [32 -1 : 0] Read_data,Alu_result,
    output reg [$clog2(32) - 1 : 0] Write_addr,
    output reg [32 - 1 :0] pc_adder,
    output reg [1:0] MemtoReg,
    output reg RegWrite,
    output reg [5 - 1 : 0] rd
);
wire [32 -1 : 0] Read_data_out;
reg MemWrite;
reg [32 -1 : 0] Write_data;
    always@(posedge clk)
    begin
    if(reset)
        begin
            Read_data <= 0;
            Alu_result <= 0;
            MemtoReg <= 0;
            Write_addr <= 0;
            RegWrite <= 0;
            Write_data <= 0;
        end
    else if(MEM_write)
        begin
            Read_data <= Read_data_out;
            pc_adder <= pc_adder_in ;
            Alu_result <= Addr;
            Write_addr <= Write_addr_in;
            MemtoReg <= MemtoReg_in;
            RegWrite <= RegWrite_in;
            MemWrite <= MemWrite_in;
            Write_data <= Write_Data_in;
            rd <= rd_in;
        end
      else
        begin
            Read_data <= Read_data;
            pc_adder <= pc_adder ;
            Alu_result <=Alu_result;
            Write_addr <= Write_addr;
            MemtoReg <=MemtoReg;
            RegWrite <= RegWrite;
            MemWrite <= MemWrite;
            Write_data <= Write_data;
            rd <= rd;
        end
    end
Memory
#(
    .memory_width(32),
    .memory_depth(256)
)
 Data_memory
(
		.clk(clk), 
		.reset(reset), 
		.wea(MemWrite), 
		.rea(MemRead_in),
		.write_data(Write_data), 
		.read_data(Read_data_out), 
		.read_addr(Addr),
		.write_addr(Alu_result),
		.enable(MEM_write)
);
endmodule
`timescale 1ns / 1ps
module Memory
#(
  parameter memory_width = 32,                        
  parameter memory_depth = 64,                      
  parameter init_value  = 'b0
)
(
  input [$clog2(memory_depth) - 1 : 0] write_addr,                   
  input [$clog2(memory_depth) - 1 : 0] read_addr,                        
  input [memory_width - 1 : 0] write_data,            
  input clk,reset,wea,rea,enable ,                                         
  output reg [memory_width - 1 : 0] read_data     
);
  reg [memory_width - 1 : 0] ram_data [memory_depth - 1 : 0] ; 
  always @(negedge clk)
  begin
		if (reset)
		  reset_all();
        else
        begin
         if (wea && enable)
            begin
                if((write_addr == write_addr) && write_data == write_data) 
                    ram_data [write_addr] <= write_data; 
            end
        else
            read_data <= read_data;
	    if (rea && enable)
		begin
            if((read_addr == read_addr) && (ram_data[read_addr] == ram_data[read_addr])) 
                begin
                    if(wea && ((write_addr == write_addr) && write_data == write_data))
                        read_data <= write_data; 
                    else
                        read_data <= ram_data[read_addr]; 
                end
        end
        else
            read_data <= read_data;
  end
  end
task reset_all;
    begin : resetall
    integer row ;
        for (row = 0 ; row < memory_depth ; row = row + 1)
            ram_data[row] <= {init_value} ;
    read_data <= {init_value};
    end
endtask
endmodule
==> results.toml <==
# flow metrics
[cells_and_area]
regArea_sq_um = 250000
combGateArea_sq_um = 114000
final_area_sq_um = 461000
syn2layout_area_growth_pct = 22.5
utilization_pct = 36.9
drive_gt1_share_pct = 15.6
n_fill_cell = 114000

[global_route]
grt_antenna_before_repair = 119
overflow = 0
grt_usage_pct = 23.6
grt_pass1_vias = 289000
grt_max_degree = 169
grt_pass1_wl_mm = 1970

[power_and_ir_drop]
p_seq_share_pct = 42.5
ir_drop_v = 0.0000460
power.leakage_nw = 189
switchingPower_mw = 6.28
cellPowerDensity_nw_per_um2 = 45.9
internal_power_mw = 14.9
comb_power_share_pct = 6.9
p_clk_share_pct = 50.6
swShare_pct = 29.6

[run]
warnings = 1047
max_cap_violations = 3

[worst_setup_path]
timing.rr.end = "Data_memory.ram_data[57][1]$_SDFFCE_NN0P_"
path_cells = "buf_16 -> buf_4 -> buf_4 -> buf_4 -> buf_4 -> buf_4 -> buf_4 -> mux4_2 -> a211oi_1 -> nor3_1 -> o21ai_0 -> buf_4 -> o22ai_1 -> o31a_1"
path_buffers = 8
r2r_slack_ns = 16.50
endpoint_kind = "flop"
critical_path.max_stage_delay_ns = 0.75
arrival_ns = 15.54
cp-start-kind = "primary input"
worstSetupPathType = "primary input to flop"
worstRegToRegCells = 10
cpMostUsedCell = "buf_4"
cp_max_fo = 36
cp_top_family = "buffers and inverters"
critPathRequiredTime_ns = 23.54
slowest_stage = "o21ai_0"
regToRegStartpoint = "MemWrite$_DFFE_PP_"

[clock_network]
cts.sink_count = 8366
h-tree-depth = 6
clk_latency_ns = 1.29
numCtsBuffers = 906
cts_tree = "yes"
clkTransAtPathRegs_ns = 0.06
root_buffer = "clkbuf_16"
clockBufferDepth = 5
cts_resized = 0
holdBufCountCts = 0
cts_setup_buffers = 0

[detailed_routing]
drt-met1-wl_mm = 403
dr.pass1.iters = 7
wire_per_inst_um = 28.0
highest_layer = "met5"
routed_via_density = 5.16
vias = 260000
ant_nets = 0
routed_wl_mm = 1410
wl_met3_mm = 282
initialDrtViolationCount = 20500
drc = 0
dr_wl_met2_mm = 617

[placed_design]
place_area_sq_um = 399000
gp_congestion = 0.955
place_ws_ns = 7.11
portBuffers = 222
dp_hpwl_mm = 841

[timing]
setup_viol_count_final = 0
maxSlewViolCount = 8
rsz0062_at_grt = "no"
finalWorstSetupSlack_ns = 8.00
fin_tns_setup_ns = 0
hold_viol_final = 0
tightest_slew_ns = 1.57
finClkSkew_ns = 0.196
timing.hold.ws_ns = 0.493
slew_headroom_pct = -5.18

[floorplan]
die_area_sq_um = 1260000
rows = 411
fp.dieW_mm = 1.12
core-area_sq_um = 1250000
die_y_mm = 1.12
initCoreUtil_pct = 30.1
io_pins = 223

[synth]
ys_cells = 25100
synth_top_area_share_pct = 65.6
netlist_top_cells_count = "8230 x edfxtp_1, 4891 x and2_1, 3375 x nor3_1"
synth.most_common_cell = "edfxtp_1"
synthDistinctLibCells = 71
synth-warning-count = 4
netlist_instances = 25100
top_area_cell = "edfxtp_1"
synth-main-ff-cell = "edfxtp_1"
yosysSeqAreaShare_pct = 66.3
synth_flops = 8366
area_leaders = "edfxtp_1 66%, mux4_2 12%, and2_1 8.1%"
enable_flop_cells = 8230
ys_area_sq_um = 377000
synth_area_sq_um = 377000
synth_area_per_cell_sq_um = 15.0
async_reset_ff_share_pct = 0

[hold_path]
min_from = "Alu_result[24]$_SDFFE_PP0P_"
hp-class = "flop to flop"
whs_endpoint = "Alu_result[24]$_SDFFE_PP0P_"
holdPathStages = 2

[outcome]
status = "complete, but fails checks"
violations = "capacitance limit, slew limit"
## cell families after synthesis
family	after synthesis	synth area share (%)
flops	8366	66.3
mux	2618	13.4
compound gates	1253	2.33
buf+inv	3039	3.48
simple gates	9801	14.5
## power by group through the flow
stage	registers [mW]	clock network, mW	logic [mW]
CTS	9.00	11.0	1.41
global route	9.01	11.8	1.48
finish	9.00	10.7	1.45
## sequential cells by signal, summed over array words and instances (netlist names)
register / cells
rd: 5
RegWrite: 1
Data_memory.ram_data: 8192
Data_memory.read_data: 32
MemtoReg: 2
pc_adder: 32
Write_data: 32
MemWrite: 1
Alu_result: 32
Read_data: 32
Write_addr: 5
## how the worst max path moves through the flow
stage,endpoint,slack [ns],depth (start not counted),startpoint
CTS,Data_memory.read_data[28]$_SDFFE_NP0P_,8.32,14,Addr[0]
global route,Data_memory.read_data[28]$_SDFFE_NP0P_,7.90,14,Addr[0]
finish,Data_memory.read_data[3]$_SDFFE_NP0P_,8.00,14,Addr[2]
## cell usage in the layout, fill, tap and decap left out, types with 15 or more instances in the layout
cell	n
dfxtp_4	19
clkinvlp_2	222
clkinv_16	24
nor3_1	3368
buf_12	38
clkdlybuf4s50_1	213
bufinv_16	150
a22oi_1	161
nand3_1	118
and2_1	4885
and3_1	34
nand2_1	437
nor2b_1	17
inv_8	24
nand4_1	24
o22ai_1	182
a311o_1	15
dfxtp_1	117
mux4_2	1930
a21oi_1	203
a211oi_1	30
nor2_1	508
a2111oi_0	15
inv_4	55
o221ai_1	135
or2_2	261
a22o_1	33
edfxtp_1	8230
buf_4	1360
mux2_2	30
mux2i_1	658
clkbuf_16	919
diode_2	147
a32oi_1	25
a31oi_1	64
inv_1	8448
a221oi_1	53
nand3_4	17
o211ai_1	31
o21ai_0	137
## layer usage
layer	vias to the layer above	global-route usage [%]
met4	218	15.7
met1	125000	20.9
li1	110000	-
met3	3851	22.7
met2	20400	32.0
met5	-	6.53
## metrics by stage
step	instances	power [mW]
6_report	50400	21.2
5_1_grt	50400	22.3
4_1_cts	50300	21.4
3_5_place_dp	40400	11.6
3_3_place_gp	40400	11.6
2_1_floorplan	25100	10.9
## worst min-delay path: stages (launching register included)
cell and delay, ns:
dfxtp_1 0.32, mux2i_1 0.06, nor2_1 0.07
## cell type report
class,count,share of cell area (%)
flip-flops and latches,8366,54.2
multi-input cells,13700,24.8
clock inverters,8955,8.46
clock buffers,926,5.00
well taps,16700,4.54
repair buffers,1621,2.88
diodes,147,0.0797
inverters,19,0.0431
No activity file was given, so power comes from the tool's default toggle rates.
